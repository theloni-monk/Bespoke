[design/flow/config.mk]
export PLATFORM = sky130hd
export DESIGN_NAME = manta
export DESIGN_NICKNAME = manta
export VERILOG_FILES = /design/flow/design.v
export SDC_FILE = /design/flow/constraint.sdc
export NUM_CORES = 4
export LEC_CHECK = 1
export CORE_UTILIZATION = 50
[design/flow/constraint.sdc]
current_design manta

set clk_period 4.8
set clk_io_pct 0.2

create_clock -name clk0 -period $clk_period [get_ports {clk}]

set non_clock_inputs [all_inputs -no_clocks]
set_input_delay [expr $clk_period * $clk_io_pct] -clock clk0 $non_clock_inputs
set_output_delay [expr $clk_period * $clk_io_pct] -clock clk0 [all_outputs]
[design/flow/design.v]
`default_nettype none
`timescale 1ns/1ps
module manta (
    input wire clk,
    input wire rx,
    output reg tx,
    input wire [7:0] byte_out,
    input wire all_out_ready,
    output reg [7:0] byte_in,
    output reg all_in_ready,
    output reg pc_data_put,
    output reg pc_data_req);
    uart_rx #(.CLOCKS_PER_BAUD(33)) urx (
        .clk(clk),
        .rx(rx),
        .data_o(urx_brx_data),
        .valid_o(urx_brx_valid));
    reg [7:0] urx_brx_data;
    reg urx_brx_valid;
    bridge_rx brx (
        .clk(clk),
        .data_i(urx_brx_data),
        .valid_i(urx_brx_valid),
        .addr_o(brx_bespoke_io_core_addr),
        .data_o(brx_bespoke_io_core_data),
        .rw_o(brx_bespoke_io_core_rw),
        .valid_o(brx_bespoke_io_core_valid));
    reg [15:0] brx_bespoke_io_core_addr;
    reg [15:0] brx_bespoke_io_core_data;
    reg brx_bespoke_io_core_rw;
    reg brx_bespoke_io_core_valid;
    bespoke_io_core bespoke_io_core_inst (
        .bus_clk(clk),
        .user_clk(clk),
        .byte_out(byte_out),
        .all_out_ready(all_out_ready),
        .byte_in(byte_in),
        .all_in_ready(all_in_ready),
        .pc_data_put(pc_data_put),
        .pc_data_req(pc_data_req),
        .addr_i(brx_bespoke_io_core_addr),
        .data_i(brx_bespoke_io_core_data),
        .rw_i(brx_bespoke_io_core_rw),
        .valid_i(brx_bespoke_io_core_valid),
        .addr_o(),
        .data_o(bespoke_io_core_btx_data),
        .rw_o(bespoke_io_core_btx_rw),
        .valid_o(bespoke_io_core_btx_valid));
    reg [15:0] bespoke_io_core_btx_data;
    reg bespoke_io_core_btx_rw;
    reg bespoke_io_core_btx_valid;
    bridge_tx btx (
        .clk(clk),
        .data_i(bespoke_io_core_btx_data),
        .rw_i(bespoke_io_core_btx_rw),
        .valid_i(bespoke_io_core_btx_valid),
        .data_o(btx_utx_data),
        .start_o(btx_utx_start),
        .done_i(utx_btx_done));
    reg [7:0] btx_utx_data;
    reg btx_utx_start;
    reg utx_btx_done;
    uart_tx #(.CLOCKS_PER_BAUD(33)) utx (
        .clk(clk),
        .data_i(btx_utx_data),
        .start_i(btx_utx_start),
        .done_o(utx_btx_done),
        .tx(tx));
endmodule
module uart_rx (
    input wire clk,
    input wire rx,
    output reg [7:0] data_o,
    output reg valid_o);
    parameter CLOCKS_PER_BAUD = 0;
    localparam IDLE = 0;
    localparam BIT_ZERO = 1;
    localparam STOP_BIT = 9;
    reg	[3:0] state = IDLE;
    reg	[15:0] baud_counter = 0;
    reg zero_baud_counter;
    assign zero_baud_counter = (baud_counter == 0);
    reg ck_uart = 1;
    reg	q_uart = 1;
    always @(posedge clk)
        { ck_uart, q_uart } <= { q_uart, rx };
    always @(posedge clk)
        if (state == IDLE) begin
            state <= IDLE;
            baud_counter <= 0;
            if (!ck_uart) begin
                state <= BIT_ZERO;
                baud_counter <= CLOCKS_PER_BAUD+CLOCKS_PER_BAUD/2-1'b1;
            end
        end
        else if (zero_baud_counter) begin
            state <= state + 1;
            baud_counter <= CLOCKS_PER_BAUD-1'b1;
            if (state == STOP_BIT) begin
                state <= IDLE;
                baud_counter <= 0;
            end
        end
        else baud_counter <= baud_counter - 1'b1;
    always @(posedge clk)
        if ( (zero_baud_counter) && (state != STOP_BIT) )
            data_o <= {ck_uart, data_o[7:1]};
    initial	valid_o = 1'b0;
    always @(posedge clk)
        valid_o <= ( (zero_baud_counter) && (state == STOP_BIT) );
endmodule
module bridge_rx (
    input wire clk,
    input wire [7:0] data_i,
    input wire valid_i,
    output reg [15:0] addr_o,
    output reg [15:0] data_o,
    output reg rw_o,
    output reg valid_o);
    initial addr_o = 0;
    initial data_o = 0;
    initial rw_o = 0;
    initial valid_o = 0;
    function [3:0] from_ascii_hex;
        input [7:0] c;
        if ((c >= 8'h30) && (c <= 8'h39)) from_ascii_hex = c - 8'h30;
        else if ((c >= 8'h41) && (c <= 8'h46)) from_ascii_hex = c - 8'h41 + 'd10;
        else from_ascii_hex = 0;
    endfunction
    function is_ascii_hex;
        input [7:0] c;
        if ((c >= 8'h30) && (c <= 8'h39)) is_ascii_hex = 1;  
        else if ((c >= 8'h41) && (c <= 8'h46)) is_ascii_hex = 1;  
        else is_ascii_hex = 0;
    endfunction
    reg [7:0] buffer [7:0];  
    localparam IDLE = 0;
    localparam READ = 1;
    localparam WRITE = 2;
    reg [1:0] state = 0;
    reg [3:0] byte_num = 0;
    always @(posedge clk) begin
        addr_o <= 0;
        data_o <= 0;
        rw_o <= 0;
        valid_o <= 0;
        if (state == IDLE) begin
            byte_num <= 0;
            if (valid_i) begin
                if (data_i == "R") state <= READ;
                if (data_i == "W") state <= WRITE;
           end
        end
        else begin
            if (valid_i) begin
                byte_num <= byte_num + 1;
                buffer[byte_num] <= data_i;
                if(state == READ) begin
                    if(byte_num < 4) begin
                        if(!is_ascii_hex(data_i)) state <= IDLE;
                    end
                    else if(byte_num == 4) begin
                        state <= IDLE;
                        if((data_i == 8'h0D) || (data_i == 8'h0A)) begin
                            addr_o <=   (from_ascii_hex(buffer[0]) << 12) |
                                        (from_ascii_hex(buffer[1]) << 8)  |
                                        (from_ascii_hex(buffer[2]) << 4)  |
                                        (from_ascii_hex(buffer[3]));
                            data_o <= 0;
                            rw_o <= 0;
                            valid_o <= 1;
                        end
                    end
                end
                if(state == WRITE) begin
                    if(byte_num < 8) begin
                        if(!is_ascii_hex(data_i)) state <= IDLE;
                    end
                    else if(byte_num == 8) begin
                        state <= IDLE;
                        if((data_i == 8'h0A) || (data_i == 8'h0D)) begin
                            addr_o <=   (from_ascii_hex(buffer[0]) << 12) |
                                        (from_ascii_hex(buffer[1]) << 8)  |
                                        (from_ascii_hex(buffer[2]) << 4)  |
                                        (from_ascii_hex(buffer[3]));
                            data_o <=   (from_ascii_hex(buffer[4]) << 12) |
                                        (from_ascii_hex(buffer[5]) << 8)  |
                                        (from_ascii_hex(buffer[6]) << 4)  |
                                        (from_ascii_hex(buffer[7]));
                            rw_o <= 1;
                            valid_o <= 1;
                        end
                    end
                end
            end
        end
    end
endmodule
module bespoke_io_core (
    input wire bus_clk,
    input wire user_clk,
    input wire [7:0] byte_out,
    input wire all_out_ready,
    output reg [7:0] byte_in,
    output reg all_in_ready,
    output reg pc_data_put,
    output reg pc_data_req,
    input wire [15:0] addr_i,
    input wire [15:0] data_i,
    input wire rw_i,
    input wire valid_i,
    output reg [15:0] addr_o,
    output reg [15:0] data_o,
    output reg rw_o,
    output reg valid_o
    );
    parameter BASE_ADDR = 0;
    reg strobe = 0;
    reg [7:0] byte_out_buf = 0;
    reg all_out_ready_buf = 0;
    reg [7:0] byte_in_buf = 0;
    reg all_in_ready_buf = 0;
    reg pc_data_put_buf = 0;
    reg pc_data_req_buf = 0;
    initial begin
        byte_in = 0;
        all_in_ready = 0;
        pc_data_put = 0;
        pc_data_req = 0;
    end
    always @(posedge user_clk) begin
        if(strobe) begin
            byte_out_buf <= byte_out;
            all_out_ready_buf <= all_out_ready;
            byte_in <= byte_in_buf;
            all_in_ready <= all_in_ready_buf;
            pc_data_put <= pc_data_put_buf;
            pc_data_req <= pc_data_req_buf;
        end
    end
    always @(posedge bus_clk) begin
        addr_o <= addr_i;
        data_o <= data_i;
        rw_o <= rw_i;
        valid_o <= valid_i;
        if( (valid_i) && (addr_i >= BASE_ADDR) && (addr_i <= BASE_ADDR + 6)) begin
            if(!rw_i) begin
                case (addr_i)
                    BASE_ADDR + 0: data_o <= strobe;
                    BASE_ADDR + 1: data_o <= byte_out_buf;
                    BASE_ADDR + 2: data_o <= all_out_ready_buf;
                    BASE_ADDR + 3: data_o <= byte_in_buf;
                    BASE_ADDR + 4: data_o <= all_in_ready_buf;
                    BASE_ADDR + 5: data_o <= pc_data_put_buf;
                    BASE_ADDR + 6: data_o <= pc_data_req_buf;
                endcase
            end
            else begin
                case (addr_i)
                    BASE_ADDR + 0: strobe <= data_i;
                    BASE_ADDR + 3: byte_in_buf <= data_i;
                    BASE_ADDR + 4: all_in_ready_buf <= data_i;
                    BASE_ADDR + 5: pc_data_put_buf <= data_i;
                    BASE_ADDR + 6: pc_data_req_buf <= data_i;
                endcase
            end
        end
    end
endmodule
module bridge_tx (
    input wire clk,
    input wire [15:0] data_i,
    input wire rw_i,
    input wire valid_i,
    output reg [7:0] data_o,
    output reg start_o,
    input wire done_i);
    function [7:0] to_ascii_hex;
        input [3:0] n;
        to_ascii_hex = (n < 10) ? (n + 8'h30) : (n + 8'h41 - 'd10);
    endfunction
    localparam PREAMBLE = "D";
    localparam CR = 8'h0D;
    localparam LF = 8'h0A;
    reg busy = 0;
    reg [15:0] buffer = 0;
    reg [3:0] count = 0;
    assign start_o = busy;
    always @(posedge clk) begin
        if (!busy) begin
            if (valid_i && !rw_i) begin
                busy <= 1;
                buffer <= data_i;
            end
        end
        if (busy) begin
            if(done_i) begin
                count <= count + 1;
                if (count > 5) begin
                    count <= 0;
                    if (valid_i && !rw_i) buffer <= data_i;
                    else busy <= 0;
                end
            end
        end
    end
    always @(*) begin
        case (count)
            0: data_o = PREAMBLE;
            1: data_o = to_ascii_hex(buffer[15:12]);
            2: data_o = to_ascii_hex(buffer[11:8]);
            3: data_o = to_ascii_hex(buffer[7:4]);
            4: data_o = to_ascii_hex(buffer[3:0]);
            5: data_o = CR;
            6: data_o = LF;
            default: data_o = 0;
        endcase
    end
endmodule
module uart_tx (
	input wire clk,
	input wire [7:0] data_i,
	input wire start_i,
	output reg done_o,
	output reg tx);
	parameter CLOCKS_PER_BAUD = 0;
	reg [$clog2(CLOCKS_PER_BAUD)-1:0] baud_counter = 0;
	reg [8:0] buffer = 0;
	reg [3:0] bit_index = 0;
	initial done_o = 1;
	initial tx = 1;
	always @(posedge clk) begin
		if (start_i && done_o) begin
			baud_counter <= CLOCKS_PER_BAUD - 1;
			buffer <= {1'b1, data_i};
			bit_index <= 0;
			done_o <= 0;
			tx <= 0;
		end
		else if (!done_o) begin
			baud_counter <= baud_counter - 1;
			done_o <= (baud_counter == 1) && (bit_index == 9);
			if (baud_counter == 0) begin
				baud_counter <= CLOCKS_PER_BAUD - 1;
				if (bit_index < 9) begin
					tx <= buffer[bit_index];
					bit_index <= bit_index + 1;
				end
				else begin
					if(start_i) begin
						buffer <= {1'b1, data_i};
						bit_index <= 0;
						tx <= 0;
					end
					else done_o <= 1;
				end
			end
		end
	end
endmodule
`default_nettype wire
[design/flow/run.sh]
#!/bin/bash
# OpenROAD 26Q1-2900-gdf79404cd8, Yosys 0.63+post, stock flow scripts
make -C /OpenROAD-flow-scripts/flow DESIGN_CONFIG=/design/flow/config.mk WORK_HOME=/design/flow/orfs finish
==> results.yml <==
# implementation run metrics
synthesis:
  area_leaders: "edfxtp_1, dfxtp_1, ha_1"
  ys_cells: 842
  ys_ff: 226
  synth_seq_share_pct: 58.3
  ff_type: "edfxtp_1"
  syn_area_per_cell_um2: 11.7
  postSynth.asyncResetShare_pct: 0
  ys_types: 70
  synth_area_um2: 9840
  yosys.area.top_type: "edfxtp_1"
  syn-instance-count: 842
  edf_count: 121
  yosysWarnings: 7
  synth_top_area_share_pct: 36.9
  yosysChipArea_um2: 9840
sta:
  min_period_ps: 2450
  worstMarginPinSlew_ps: 972
  setup_viol: 0
  finalCritPeriodShare_pct: 51.1
  fmax_mhz: 408
  hold_slack_ps: 333
  slew_headroom_pct: 33.5
  slew_viol_final: 0
  fin_skew_ps: 19.5
  rsz0062_at_grt: "no"
  tns_ps: 0
  hold_viol: 0
job:
  max_cap_violations: 0
  warnings: 53
cts:
  cts_root_buf: "clkbuf_16"
  cts_sinks: 226
  htreeDepth: 1
  clk_latency_ps: 520
  cts_resized: 0
  clockBufferDepth: 3
  cts_buffers: 25
  clk_pin_slew_ps: 60
  cts_tree: "built"
  post_cts_buffers: 0
  ctsHoldBuffers: 0
routing:
  antenna_cells_inserted: 0
  routed_wl_mm: 16.8
  vias: 6116
  detail-route-antenna-nets: 0
  drt_iter0_markers: 365
  drt_pass1_iterations: 4
  route.detailed.drc: 0
  avgViaCountPerCell: 5.29
  wl_per_cell_um: 14.5
global_routing:
  grt_pass1_vias: 5969
  grt_pass1_wl_mm: 28.8
  grt_usage_pct: 18.9
  grt_max_degree: 22
  grt-ovfl-total: 0
  antenna_found_initial: 0
worst_setup_path:
  critPathCapture: "btx.buffer[3]$_DFF_P_"
  worstPathArrival_ps: 2840
  cpMaxStageDelayCell: "nor3b_4"
  crit_path_start: "btx.count[0]$_SDFFCE_PN0P_"
  worstPathRequired_ps: 5180
  crit_chain: "ha_1 > nor2_1 > a21oi_1 > o21ai_1 > nor3b_4 > mux2_2"
  crit_cells: 6
  path_class: "flop to flop"
  path_max_fanout: 16
  crit_buf_inv: 0
  r2r-start: "btx.count[0]$_SDFFCE_PN0P_"
  crit_family: "simple AND/OR/NAND/NOR gates"
  r2r_slack_ps: 2350
  end_kind: "flop"
  reg2reg_to: "btx.buffer[3]$_DFF_P_"
  max_stage_delay_ps: 690
  ff2ff_path_depth: 6
  start_kind: "flop"
die:
  initCoreUtil_pct: 51.7
  rows: 50
  die_w_um: 142
  die_h_um: 142
  chipArea_um2: 20200
  boundaryPins: 23
  coreArea_um2: 19000
finish:
  lay_top_count: "edfxtp_1"
  nFillCells: 1488
  final_cell_mix: "edfxtp_1, dfxtp_1, nor2_1"
  final_core_util_pct: 58.7
  drive_gt1_share_pct: 8.59
  final_cells: 1156
  area_growth_syn_to_layout_pct: 13.4
pwr:
  p_seq_share_pct: 52.1
  switchingPower_mw: 0.718
  power_frac_comb_pct: 0.3
  clkPwrFrac_pct: 47.6
  p_int_mw: 3.17
  power_density_nw_per_um2: 348
  total_power_mw: 3.89
  p_leak_nw: 3.99
  ir_worst_vdd_v: 0.000315
  sw_frac_of_total_pct: 18.5
placed_design:
  numPortBuffers: 22
  gp_congestion: 0.898
  hpwl_mm: 11.4
  dp_cells: 1110
min_path:
  worstHoldPathType: "flop to flop"
outcome:
  status: "finished clean"
==> cells by family after synthesis <==
group / after synthesis / synth area share (%)
buffers and inverters: 63 / 2.57
XOR/XNOR: 34 / 3.03
AND-OR/OR-AND: 134 / 9.89
flip-flops: 226 / 58.3
adder cells (fa/ha/maj): 46 / 5.85
AND/OR/NAND/NOR: 300 / 16.2
multiplexers: 39 / 4.21
==> power by group through the flow <==
stage	logic, mW	clock network (mW)	registers (mW)
5_1_grt	0.0116	1.98	2.02
4_1_cts	0.0108	1.90	2.02
6_report	0.0107	1.85	2.02
==> cell type report <==
cell class              count  area [um2]  share of cell area (%)
repair buffers             23         228                    2.04
inverters                  48         180                    1.61
clock inverters             8        48.8                   0.437
clock buffers              38         791                    7.09
multi-input cells         553        3850                    34.5
well taps                 260         325                    2.91
flip-flops and latches    226        5740                    51.4
==> registers in the layout (all words and copies together), names as in the netlist, 16 cells and up <==
signal,count
btx.buffer,16
brx.buffer,64
urx.baud_counter,16
brx.data_o,16
bespoke_io_core_inst.data_o,16
brx.addr_o,16
==> worst register-to-register path, cell delays in order (launching register included) <==
cell and delay [ps]:
edfxtp_1 450, ha_1 330, nor2_1 180, a21oi_1 100, o21ai_1 170, nor3b_4 690, mux2_2 420
==> cells in the mapped netlist, types with 11 or more instances <==
library cell	count
nand2_1	56
mux2i_1	20
and2_1	13
o21ai_0	36
edfxtp_1	121
nand2b_1	16
ha_1	46
xnor2_1	26
dfxtp_1	105
a31oi_1	13
a21oi_1	20
nor4_1	11
nand3_1	24
nor2b_1	15
inv_1	48
nand4_1	13
nor2_1	92
==> layer usage <==
layer	track usage, %	wire length, um
met1	30.3	8110
met2	28.7	7630
met3	4.25	759
met4	3.40	310
met5	0	0
==> stage by stage <==
step	setup slack, ps	instance area [um2]
CTS	2320	11200
floorplan	2740	9840
global placement	2430	10300
global route	2120	11200
finish	2350	11200
detailed placement	2330	10300
==> worst min path at each step <==
stage | end | from | depth (start not counted)
CTS | urx.ck_uart$_DFF_P_ | urx.q_uart$_DFF_P_ | 0
global route | urx.ck_uart$_DFF_P_ | urx.q_uart$_DFF_P_ | 0
finish | urx.ck_uart$_DFF_P_ | urx.q_uart$_DFF_P_ | 0
No activity file was given, so power comes from the tool's default toggle rates.
