--- flow/design.v ---
module xilinx_single_port_ram_read_first #(
  parameter RAM_WIDTH = 18,                        
  parameter RAM_DEPTH = 1024,                      
  parameter RAM_PERFORMANCE = "HIGH_PERFORMANCE",  
  parameter INIT_FILE = ""                         
) (
  input [clogb2(RAM_DEPTH-1)-1:0] addra,   
  input [RAM_WIDTH-1:0] dina,            
  input clka,                            
  input wea,                             
  input ena,                             
  input rsta,                            
  input regcea,                          
  output [RAM_WIDTH-1:0] douta           
);
  reg [RAM_WIDTH-1:0] BRAM [RAM_DEPTH-1:0];
  reg [RAM_WIDTH-1:0] ram_data = {RAM_WIDTH{1'b0}};
  generate
    if (INIT_FILE != "") begin: use_init_file
      initial
        $readmemh(INIT_FILE, BRAM, 0, RAM_DEPTH-1);
    end else begin: init_bram_to_zero
      integer ram_index;
      initial
        for (ram_index = 0; ram_index < RAM_DEPTH; ram_index = ram_index + 1)
          BRAM[ram_index] = {RAM_WIDTH{1'b0}};
    end
  endgenerate
  always @(posedge clka)
    if (ena) begin
      if (wea)
        BRAM[addra] <= dina;
      ram_data <= BRAM[addra];
    end
  generate
    if (RAM_PERFORMANCE == "LOW_LATENCY") begin: no_output_register
       assign douta = ram_data;
    end else begin: output_register
      reg [RAM_WIDTH-1:0] douta_reg = {RAM_WIDTH{1'b0}};
      always @(posedge clka)
        if (rsta)
          douta_reg <= {RAM_WIDTH{1'b0}};
        else if (regcea)
          douta_reg <= ram_data;
      assign douta = douta_reg;
    end
  endgenerate
  function integer clogb2;
    input integer depth;
      for (clogb2=0; depth>0; clogb2=clogb2+1)
        depth = depth >> 1;
  endfunction
endmodule
--- flow/run.sh ---
#!/bin/bash
# OpenROAD 26Q1-2900-gdf79404cd8, Yosys 0.63+post, stock flow scripts
make -C /OpenROAD-flow-scripts/flow DESIGN_CONFIG=/design/flow/config.mk WORK_HOME=/design/flow/orfs finish
--- flow/config.mk ---
export PLATFORM = sky130hd
export DESIGN_NAME = xilinx_single_port_ram_read_first
export DESIGN_NICKNAME = xilinx_single_port_ram_read_first
export VERILOG_FILES = /design/flow/design.v
export SDC_FILE = /design/flow/constraint.sdc
export NUM_CORES = 4
export LEC_CHECK = 1
export CORE_UTILIZATION = 30
export SYNTH_MEMORY_MAX_BITS = 65536
--- flow/constraint.sdc ---
current_design xilinx_single_port_ram_read_first

set clk_period 103.5
set clk_io_pct 0.2

create_clock -name clk0 -period $clk_period [get_ports {clka}]

set non_clock_inputs [all_inputs -no_clocks]
set_input_delay [expr $clk_period * $clk_io_pct] -clock clk0 $non_clock_inputs
set_output_delay [expr $clk_period * $clk_io_pct] -clock clk0 [all_outputs]
==> results.toml <==
# synthesis and place-and-route metrics
[floorplanning]
die_x_mm = 1.534
core_area_mm2 = 2.342
die_height_mm = 1.534
fp_util = 0.3009
row_count = 562
die_area_mm2 = 2.355
io_pins = 51

[grt]
grt_pass1_wl_mm = 2965
antenna_found_initial = 167
grt_max_degree = 136
grt_pass1_vias = 374100
grtUsageTotal = 0.1923
grt_overflow = 0

[pwr]
pwr_density_cell_mw_per_mm2 = 18.80
p_int_mw = 12.02
seqPwrFrac = 0.539
switching_share = 0.2132
pwr-share-comb = 0.047
p_total_mw = 15.28
p_sw_mw = 3.257
power.leakage_nw = 265.1
pwr-share-clk = 0.414
ir_drop_mv = 0.01764

[timing]
tightest_slew_ns = 1.499
slew_viol_final = 0
fin_worst_skew_ns = 0.1830
final_hold_viol_count = 0
setup-tns-final_ns = 0
setup_viol = 0
slew_headroom = 0.0008057
grt_setup_unrepaired = "no"
post-route-min-period_ns = 30.01
max_freq_mhz = 33.32
fin_crit_sh = 0.2900

[setup_path]
crit_buf_inv = 12
worst_ep_required_time_ns = 104.62
max_stage_delay_ns = 0.96
r2r_cells = 11
crit_path_start_kind = "primary input"
critPathTopFamily = "buffers and inverters"
cp.arrival_ns = 31.13
cp_common_cell = "buf_4"
crit_chain = "buf_16 > buf_4 > buf_12 > buf_4 > buf_4 > buf_4 > buf_12 > buf_12 > buf_4 > buf_4 > buf_4 > mux2i_1 > o22ai_1 > nor4_1 > nand2_1 > nand2_1 > nand4_1 > nor4_4 > buf_4 > nand4_1"
cp_slowest_cell = "nor4_4"
end_kind = "register"
reg2reg_from = "BRAM[14][6]"
r2r_setup_slack_ns = 97.54
crit_type = "in -> reg"
crit_path_max_fanout = 88
rr_endpoint = "ram_data[6]"
worst_setup_path_startpoint = "addra[1]"

[synth]
ys_cells = 35890
synth-main-ff-cell = "edfxtp_1"
syn_inst = 35890
ys_ff = 18470
yosysWarnings = 1
async_reset_ff_frac = 0
mappedNetlistArea_mm2 = 0.7045
yosys_area_mm2 = 0.7045
syn_avg_cell_area_um2 = 19.63
edf_count = 18450
synth-seq-area-share = 0.7869
synth_cell_types = 59

[detailed_routing]
dr.first_iter.drc_count = 25240
dr.pass1.iters = 10
post-route-drc-count = 0
ant_nets = 0
totalWireLength_mm = 2158
wl_per_cell_um = 30.46
vias = 360500
via_per_inst = 5.089

[clock_network]
cts.sinks = 18470
cts_max_path_buffers = 6
path_clk_slew_ns = 0.06
cts_tree = "done"
cts.repair.resized = 0
htreeDepth = 7
clock.latency.late_pin_ns = 1.39
cts-root-buf = "clkbuf_16"
cts_setup_buffers = 0
cts_buffers = 1855
cts_hold_buf = 0

[finish]
largest_reg_flops = 18430
fillCellCount = 214800
layout-drive-gt1-share = 0.1864
syn_to_final_growth_pct = 15.33

[min_path]
hp-start = "output_register.douta_reg[5]"
min_to = "output_register.douta_reg[5]"
holdPathStages = 2
hold_class = "reg -> reg"

[place]
hpwl_mm = 1346
place.gp.congestion = 0.9101
portBuffers = 50

[flow_run]
drv_cap = 1
stage_log_warnings = 57

[outcome]
status = "finished with violations"
violations = "max-capacitance violations"
-- power groups by stage --
stage	Combinational (mW)	Clock, mW	Sequential, mW
after CTS	0.710	6.40	8.24
after global routing	0.751	6.67	8.23
final	0.716	6.32	8.24
-- layer usage --
metal | vias to the layer above | GRT usage | share of wire
li1 | 152800 | - | -
met1 | 180900 | 0.1920 | 0.30
met2 | 22370 | 0.2762 | 0.45
met3 | 4158 | 0.1711 | 0.20
met4 | 225 | 0.08493 | 0.056
met5 | - | 0.01830 | 0.0030
-- worst min-delay path: cells and delay by family (launching register included) --
kind | cells | cell delay, ns
and+or+nand+nor | 1 | 0.07
muxes | 1 | 0.06
DFF | 1 | 0.33
-- cells by family after synthesis --
group,after synthesis,share of synthesized area
AND-OR/OR-AND,4169,0.03841
AND/OR/NAND/NOR,3129,0.02069
flip-flops,18470,0.7869
buffers and inverters,2195,0.01584
multiplexers,7929,0.1382
-- placed cells by master (no fill, tap or decap), drive strengths merged, types with 27 or more instances in the layout --
| cell type | n |
|---|---|
| clkinv | 816 |
| o22ai | 2887 |
| mux2 | 31 |
| a31oi | 64 |
| o211ai | 86 |
| nor3 | 150 |
| nand3 | 145 |
| nor4 | 694 |
| edfxtp | 18450 |
| buf | 2589 |
| bufinv | 119 |
| clkbuf | 2300 |
| nand4 | 147 |
| a221oi | 48 |
| inv | 27 |
| nor2 | 1344 |
| nand2 | 559 |
| diode | 235 |
| a22oi | 610 |
| o21ai | 248 |
| mux2i | 6463 |
| o2111ai | 98 |
| mux4 | 1435 |
| a21oi | 68 |
-- worst max path at each step --
stage                          to  slack [ns]  cells after the start
after CTS             ram_data[2]       73.37                     20
final                 ram_data[2]       73.49                     20
after global routing  ram_data[2]       73.07                     20
-- area by class of cell --
| cell class | instances | area, µm² | area share |
|---|---|---|---|
| Multi-Input combinational cell | 15230 | 142000 | 0.1747 |
| Clock inverter | 980 | 7646 | 0.009410 |
| Sequential cell | 18470 | 554400 | 0.6823 |
| Clock buffer | 2299 | 48510 | 0.05970 |
| Antenna cell | 235 | 588.1 | 0.0007237 |
| Inverter | 3 | 22.52 | 0.00002772 |
| Tap cell | 31020 | 38810 | 0.04777 |
| Timing Repair Buffer | 2614 | 20570 | 0.02531 |
-- cell usage after synthesis, drive strengths merged (9+ instances only) --
library cell  number  area, µm²
edfxtp         18450     554000
mux2i           6463      64690
o22ai           2887      18060
buf             1508       8579
mux4            1435      32320
nor2            1344       5045
nor4             694       4342
clkbuf           684       2567
a22oi            610       4579
nand2            559       2098
o21ai            248       1241
nor3             150      750.7
nand4            147      925.9
nand3            145      725.7
o2111ai           98      858.3
o211ai            86      645.6
a21oi             68      340.3
a31oi             64      400.4
a221oi            48      420.4
mux2              31      349.1
dfxtp             18      360.4
and3              16      100.1
a2111oi           14      130.1
nor2b             14      87.58
a211oi            13      97.59
nand2b            13      81.33
or4               13      97.59
a22o              12      105.1
o221ai            11      96.34
and2               9      56.31
-- metrics by stage --
step	cells	cell area, µm²	hold WS [ns]	setup slack [ns]	util
2_1_floorplan	35890	704500	0.4365	79.29	-
3_3_place_gp	67330	755700	0.4748	71.37	0.3227
3_5_place_dp	67330	755700	0.4871	71.85	0.3227
4_1_cts	70610	811900	0.5036	73.37	0.3467
5_1_grt	70700	812200	0.5285	73.07	0.3468
6_report	70850	812500	0.4964	73.49	0.3470
Power figures rest on the tool's default switching activity, not on a simulated workload.
