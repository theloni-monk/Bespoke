`flow/config.mk`:
```
export PLATFORM = sky130hd
export DESIGN_NAME = spi_rx
export DESIGN_NICKNAME = spi_rx
export VERILOG_FILES = /design/flow/design.v
export SDC_FILE = /design/flow/constraint.sdc
export NUM_CORES = 4
export LEC_CHECK = 1
export CORE_AREA = 10 10 82 82
export DIE_AREA = 0 0 92 92
```
`flow/constraint.sdc`:
```
current_design spi_rx

set clk_period 4.2
set clk_io_pct 0.2

create_clock -name clk0 -period $clk_period [get_ports {clk_in}]

set non_clock_inputs [all_inputs -no_clocks]
set_input_delay [expr $clk_period * $clk_io_pct] -clock clk0 $non_clock_inputs
set_output_delay [expr $clk_period * $clk_io_pct] -clock clk0 [all_outputs]
```
`flow/design.v`:
```
`timescale 1ns / 1ps
`default_nettype none  
module spi_rx
       #(  parameter DATA_WIDTH = 8
        )
        ( input wire clk_in,
          input wire rst_in,
          input wire data_in,
          input wire data_clk_in,
          input wire sel_in,
          output logic [DATA_WIDTH-1:0] data_out,
          output logic new_data_out
        );
    parameter NUM_OUT_BITS = $clog2(DATA_WIDTH)-1;
    logic[DATA_WIDTH-1:0] buffer;
    logic[NUM_OUT_BITS:0] idx;
    logic prev_data_clk;
    logic write_flag;
    always_ff @(posedge clk_in)begin
        if(rst_in) begin
            idx <= DATA_WIDTH-1;
            write_flag <= 0;
            buffer <= 0;
            prev_data_clk <= data_clk_in;
        end
        else begin
            if(write_flag) write_flag <= 0;
            if(data_clk_in & (~prev_data_clk) & (~sel_in)) begin  
                if(idx == 0) begin
                    write_flag <= 1;
                    idx <= DATA_WIDTH - 1;
                    buffer[idx] = data_in;
                    data_out <= buffer;
                end else begin
                    buffer[idx] = data_in;
                    idx <= idx-1;
                end
            end
        end
        prev_data_clk <= data_clk_in;
    end
    assign new_data_out = write_flag;
endmodule
`default_nettype wire  
```
`flow/run.sh`:
```
#!/bin/bash
# OpenROAD 26Q1-2900-gdf79404cd8, Yosys 0.63+post, stock flow scripts
make -C /OpenROAD-flow-scripts/flow DESIGN_CONFIG=/design/flow/config.mk WORK_HOME=/design/flow/orfs finish
```
==> metrics.txt <==
# HELP chip_impl_metric Flow report values
# TYPE chip_impl_metric gauge
chip_impl_info{name="outcome",value="complete, no violations"} 1
chip_impl_info{name="rsz0062_at_grt",value="no"} 1
chip_impl_metric{name="grt_first_pass_wirelength",unit="um"} 3320
chip_impl_metric{name="post_synth_instance_area",unit="um2"} 1010
chip_impl_metric{name="timing.slew.headroom",unit="%"} 58.6
chip_impl_info{name="cpMaxStageDelayCell",value="or3b_1"} 1
chip_impl_metric{name="core_region_area",unit="um2"} 5070
chip_impl_metric{name="global_route.overflow_total",unit=""} 0
chip_impl_metric{name="cts_max_level",unit=""} 1
chip_impl_metric{name="areaGrowthSynthToFinish",unit="%"} 24.9
chip_impl_metric{name="numSynthFlops",unit=""} 21
chip_impl_info{name="crit_path_cell_trace",value="clkdlybuf4s50_1 -> or3b_1 -> nor3b_1 -> buf_4"} 1
chip_impl_metric{name="port-buffer-count",unit=""} 13
chip_impl_metric{name="combGateArea",unit="um2"} 469
chip_impl_metric{name="postCtsHoldBufs",unit=""} 0
chip_impl_metric{name="fp.dieArea",unit="um2"} 8460
chip_impl_metric{name="timing.max_cap.violations",unit=""} 0
chip_impl_metric{name="yosys_stat_cell_total",unit=""} 95
chip_impl_metric{name="number_of_buffers_inserted_during_clock_tree_synthesis",unit=""} 3
chip_impl_metric{name="totalNegativeSetupSlack",unit="ns"} 0
chip_impl_metric{name="drt-total-wl",unit="um"} 1920
chip_impl_metric{name="p_leak",unit="nW"} 0.483
chip_impl_metric{name="floorplan.die.height",unit="um"} 92
chip_impl_metric{name="seq_area_frac_synth",unit="%"} 49.3
chip_impl_metric{name="n_fill_cell",unit=""} 546
chip_impl_metric{name="layout-drive-gt1-share",unit="%"} 12.8
chip_impl_metric{name="maxClockFrequency",unit="MHz"} 433
chip_impl_metric{name="cts_num_sinks",unit=""} 21
chip_impl_metric{name="warnings",unit=""} 27
chip_impl_metric{name="largest_net_degree_at_the_start_of_global_routing",unit=""} 18
chip_impl_metric{name="seq_area",unit="um2"} 500
chip_impl_metric{name="timing.final.max_slew_violations",unit=""} 0
chip_impl_metric{name="drc",unit=""} 0
chip_impl_metric{name="fin_hold_ws",unit="ns"} 0.475
chip_impl_metric{name="die_w",unit="um"} 92
chip_impl_metric{name="clk_path_buf_depth",unit=""} 2
chip_impl_metric{name="first_global_vias",unit=""} 686
chip_impl_metric{name="groute.usage.overall",unit="%"} 4.66
chip_impl_info{name="worst-setup-path-type",value="input pin to flop"} 1
chip_impl_metric{name="routed_wire_length_per_instance",unit="um"} 10.7
chip_impl_metric{name="transition_time_of_the_tightest_slew_check_pin",unit="ns"} 0.618
chip_impl_metric{name="cts-resized-gates",unit=""} 0
chip_impl_metric{name="post-route-min-period",unit="ns"} 2.31
chip_impl_metric{name="synth.avg_cell_area",unit="um2"} 10.7
chip_impl_metric{name="worst_skew_late_latency",unit="ns"} 0.26
chip_impl_metric{name="floorplan.rows",unit=""} 26
chip_impl_metric{name="critical_path_arrival",unit="ns"} 2.28
chip_impl_metric{name="max-vdd-ir-drop",unit="uV"} 158
chip_impl_metric{name="drtPass1Iterations",unit=""} 4
chip_impl_metric{name="detail_route.antenna_diodes",unit=""} 0
chip_impl_metric{name="ys.warnings.count",unit=""} 1
chip_impl_metric{name="finalHoldViolCount",unit=""} 0
chip_impl_metric{name="worstPathRequired",unit="ns"} 4.17
chip_impl_metric{name="detailed_route_via_count",unit=""} 695
chip_impl_metric{name="dpl.hpwl",unit="um"} 1410
chip_impl_metric{name="cycle_use_final",unit="%"} 54.9
chip_impl_metric{name="number_of_setup_buffers_added_after_cts",unit=""} 0
chip_impl_metric{name="post_synth_inst_count",unit=""} 95
chip_impl_info{name="type_of_the_most_critical_hold_path",value="flop to flop"} 1
chip_impl_metric{name="clk_pin_slew_worst_paths",unit="ns"} 0.07
chip_impl_metric{name="critical_path.max_fanout",unit=""} 10
chip_impl_metric{name="antenna_found_initial",unit=""} 0
chip_impl_metric{name="power_density",unit="nW/um2"} 291
chip_impl_metric{name="drt_iter0_drc",unit=""} 19
chip_impl_metric{name="place_congestion",unit=""} 0.735
chip_impl_info{name="critPathLaunchType",value="input pin"} 1
chip_impl_metric{name="io-pin-count",unit=""} 14
chip_impl_info{name="end_kind",value="flop"} 1
chip_impl_metric{name="drt-vias-per-instance",unit=""} 3.88
chip_impl_metric{name="yosys.stat.chipArea",unit="um2"} 1010
chip_impl_metric{name="finClkSkew",unit="ns"} 0.00370
chip_impl_metric{name="netlist-cell-type-count",unit=""} 33
chip_impl_metric{name="drtAntennaViolNets",unit=""} 0
chip_impl_info{name="tritoncts",value="yes"} 1
chip_impl_info{name="root_buffer_cell",value="clkbuf_8"} 1
chip_impl_metric{name="initial_utilization",unit="%"} 20.0
chip_impl_metric{name="finalSetupViolCount",unit=""} 0
chip_impl_metric{name="critical_path.max_stage_delay",unit="ns"} 0.52
## cell usage in the layout, fill, tap and decap left out, types with 4 or more instances in the layout
cell type	n
mux2i_1	5
inv_1	7
clkdlybuf4s50_1	13
ha_1	4
dfxtp_1	13
nand2b_1	7
nand2_1	4
edfxtp_1	8
nor2_1	7
## Yosys cell counts
cell / n / share of area (%)
a311oi_1: 2 / 1.7
nand4_1: 2 / 1.2
nor3_2: 1 / 0.99
inv_1: 7 / 2.6
and2b_1: 1 / 0.74
edfxtp_1: 8 / 24
dfxtp_1: 13 / 26
or2_2: 2 / 1.2
mux2_1: 1 / 1.1
a32o_1: 1 / 0.99
nor3b_2: 1 / 1.2
nand3b_1: 1 / 0.74
or4_4: 1 / 1.1
nand2b_1: 7 / 4.3
a21oi_1: 2 / 0.99
mux2_2: 3 / 3.3
nor3b_1: 3 / 2.2
and3b_1: 1 / 0.86
o21a_1: 2 / 1.5
nor3_1: 2 / 0.99
nor2_1: 7 / 2.6
nor4_2: 1 / 1.2
and2_1: 1 / 0.62
mux2i_1: 5 / 4.9
nand3_1: 2 / 0.99
clkbuf_1: 1 / 0.37
or3b_1: 1 / 0.86
a22o_1: 1 / 0.86
o21ai_0: 2 / 0.99
o21bai_1: 2 / 1.5
ha_1: 4 / 4.9
buf_2: 3 / 1.5
nand2_1: 4 / 1.5
## per-layer routing
layer	wire length (um)	up-vias	track usage (%)
met4	13	0	0.386
li1	-	366	-
met2	790	16	6.82
met3	97	2	1.40
met5	0	-	0
met1	1010	311	6.91
## state kept, by name, summed over array words and instances (netlist names)
register and cells:
write_flag 1, data_out 8, prev_data_clk 1, buffer 8, idx 3
## layout make-up
type                    instances  share of cell area (%)
flip-flops and latches         21                    39.5
clock inverters                 1                   0.395
well taps                      70                    6.91
clock buffers                   3                    3.26
repair buffers                 14                    10.9
multi-input cells              63                    37.0
inverters                       7                    2.07
## cells by family (layout without fill, tap and decap cells)
logic type / count (synthesis) / in the layout / synth area share, %
simple gates: 38 / 38 / 23.4
buf+inv: 11 / 25 / 4.44
flops: 21 / 21 / 49.3
mux: 9 / 9 / 9.37
fa+ha+maj: 4 / 4 / 4.93
compound gates: 12 / 12 / 8.51
## critical path, delay by kind of cell
family	cells	cell delay, ns
and+or+nand+nor	2	0.75
buffers and inverters	2	0.68
## worst paths after layout
path | from | to | slack [ns] | depth (start not counted)
setup / recovery | data_clk_in | data_out[0] | 1.89 | 4
hold / removal | buffer[0] | buffer[0] | 0.48 | 2
setup reg to reg | idx[0] | data_out[6] | 2.00 | 5
hold reg to reg | buffer[0] | buffer[0] | 0.48 | 2
## metrics by stage
step | power [mW] | setup WS (ns) | instances | cell area, um2 | utilization (%)
floorplan | 0.237 | 1.79 | 95 | 1010 | -
global placement | 0.245 | 1.62 | 175 | 1220 | 24.1
detailed placement | 0.245 | 1.62 | 175 | 1220 | 24.1
CTS | 0.377 | 1.88 | 179 | 1270 | 25.0
global route | 0.386 | 1.76 | 179 | 1270 | 25.0
finish | 0.369 | 1.89 | 179 | 1270 | 25.0
## power breakdown
part | switching, mW | internal [mW] | total, mW
Sequential | 0.00253 | 0.214 | 0.216
Combinational | 0.0128 | 0.0117 | 0.0245
Clock | 0.0629 | 0.0660 | 0.129
Total | 0.0782 | 0.291 | 0.369
No activity file was given, so power comes from the tool's default toggle rates.
